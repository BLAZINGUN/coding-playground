[design/flow/config.mk]
export PLATFORM = sky130hd
export DESIGN_NAME = rca
export DESIGN_NICKNAME = rca
export VERILOG_FILES = /design/flow/design.v
export SDC_FILE = /design/flow/constraint.sdc
export NUM_CORES = 4
export LEC_CHECK = 1
export CORE_AREA = 10 10 70 70
export DIE_AREA = 0 0 80 80
[design/flow/run.sh]
#!/bin/bash
# OpenROAD 26Q1-2900-gdf79404cd8, Yosys 0.63+post, stock flow scripts
make -C /OpenROAD-flow-scripts/flow DESIGN_CONFIG=/design/flow/config.mk WORK_HOME=/design/flow/orfs finish
[design/flow/constraint.sdc]
current_design rca

set clk_period 4.7
set clk_io_pct 0.2

create_clock -name clk0 -period $clk_period

set non_clock_inputs [all_inputs -no_clocks]
set_input_delay [expr $clk_period * $clk_io_pct] -clock clk0 $non_clock_inputs
set_output_delay [expr $clk_period * $clk_io_pct] -clock clk0 [all_outputs]
[design/flow/design.v]
module full_adder (a,b,c,s,carry);
input a,b,c;
output s,carry;
assign s = a^b^c;
assign carry = (a&b)|(b&c)|(c&a);
endmodule
module rca (a,b,cin,sum,cout);
input [(8-1):0] a,b;
input cin;
output [(8-1):0] sum;
output cout;
wire [(8-2):0] w;
genvar i;
full_adder fa0 (a[0],b[0],cin,sum[0],w[0]);
generate for (i=1;i<(8 -1); i=i+1)
    begin
        full_adder fai (a[i],b[i],w[(i-1)],sum[i],w[i]);
    end
endgenerate
full_adder fa (a[8-1],b[8-1],w[8-2],sum[8-1],cout);
endmodule
==> results.json <==
{
  "status": "complete, but fails checks",
  "failing_checks": "negative setup slack",
  "power.switching_fraction_pct": 30.0,
  "comb_power_share_pct": 100.0,
  "worst_slew_margin_rel_pct": 92.4,
  "clock_power_share_pct": 0,
  "fmax_mhz": 203,
  "cts_setup_buffers": 0,
  "antenna_left": 0,
  "avgRoutedWirePerCell_um": 8.61,
  "die-width_um": 80,
  "powerDensity_nw_per_um2": 105,
  "worst-slew-pin-transition_ns": 0.114,
  "holdCritPathClass": "primary input to output port",
  "grt_pass1_vias": 238,
  "chipHeight_um": 80,
  "final_cell_count_no_fill": 90,
  "io_buffer_count": 26,
  "place_congestion": 0.782,
  "fin_tns_setup_ns": -0.220,
  "end_kind": "output port",
  "initCoreUtil_pct": 7.55,
  "final.clkbuf_count": 0,
  "fin_ws_ns": -0.220,
  "hold_bufs_at_cts": 0,
  "post-layout-total-power_mw": 0.0555,
  "timing.final.setup_violations": 1,
  "period_minus_slack_ns": 4.92,
  "synth.most_common_cell": "sky130_fd_sc_hd__inv_1",
  "crit_type": "primary input to output port",
  "yosysWarnings": 0,
  "placedCellCount": 90,
  "synthesized_area_fraction_occupied_by_adder_cells_pct": 62.1,
  "ioPinCount": 26,
  "final_util_pct": 15.5,
  "ys_sh_mux_pct": 0,
  "slowest_stage_cell_on_the_critical_path": "sky130_fd_sc_hd__fa_2",
  "synth.area.top_cells": "sky130_fd_sc_hd__fa_1 62%, sky130_fd_sc_hd__buf_4 23%, sky130_fd_sc_hd__inv_1 15%",
  "fp.dieArea_um2": 6400,
  "num_vias": 208,
  "cell_chain_critical_path": "buf_6 -> inv_4 -> fa_2 -> inv_2 -> fa_2 -> fa_2 -> fa_2 -> fa_2 -> fa_2 -> fa_2 -> inv_2 -> fa_2 -> inv_1 -> buf_2",
  "max-vdd-ir-drop_v": 0.0000293,
  "yosys_cell_count": 26,
  "yosys.stat.seqShare_pct": 0,
  "floorplan.core_area_um2": 3420,
  "detailedRoute.firstPassIterationCount": 1,
  "rsz0062_at_grt": "yes",
  "grt_antenna_before_repair": 0,
  "sequential_power_share_pct": 0,
  "cpLargestDelayFamily": "adder cells",
  "synthSimpleGateAreaFrac_pct": 0,
  "fin_worst_hold_slack_ns": 2.62,
  "grtUsageTotal_pct": 2.14,
  "tool_warnings": 35,
  "synthXorXnorAreaFrac_pct": 0,
  "synthTopLogicFamily": "adder cells",
  "finalMaxSlewViolations": 0,
  "post_synth_top_area_share_pct": 62.1,
  "timing.critical_path.slowest_cell_delay_ns": 0.41,
  "finalHoldViolations": 0,
  "cp.required_ns": 3.76,
  "area_growth_syn_to_layout_pct": 105,
  "pin_count_of_the_biggest_net_entering_global_routing": 2,
  "timing.final.crit_share_pct": 105,
  "flops": 0,
  "avgViaCountPerCell": 2.31,
  "synth.distinct_cells": 3,
  "maximum_net_fanout_on_the_critical_path": 1,
  "antenna_cells_inserted": 0,
  "crit_path_start_kind": "primary input",
  "aoi_share_pct": 0,
  "place_hpwl_um": 769,
  "row_count": 21,
  "internal-power_mw": 0.0389,
  "drive_above_1_share_pct": 45.5,
  "sequential_cell_area_um2": 0,
  "post_synth_inst_count": 26,
  "drt_iter0_markers": 0,
  "worst_ep_arrival_time_ns": 3.98,
  "global_route.overflow_total": 0,
  "power_switching_mw": 0.0166,
  "power_leakage_nw": 0.211,
  "netlist_area_pre_place_um2": 258,
  "yosys-top-cells-count": "10 x sky130_fd_sc_hd__inv_1, 8 x sky130_fd_sc_hd__buf_4, 8 x sky130_fd_sc_hd__fa_1",
  "drc": 0,
  "ys_chip_area_um2": 258,
  "post-synth-top-area-cell": "sky130_fd_sc_hd__fa_1",
  "cap_violations": 0,
  "path_common_cell": "sky130_fd_sc_hd__fa_2",
  "crit_buf_inv": 6,
  "routed_wl_um": 775,
  "syn_area_per_cell_um2": 9.91,
  "grt_first_pass_wirelength_um": 1080
}
stage by stage:
stage,setup WS (ns),instance area (um^2)
4_1_cts,-0.371,517
2_1_floorplan,-0.102,270
5_1_grt,-0.323,528
3_3_place_gp,-0.989,528
3_5_place_dp,-0.980,528
6_report,-0.220,528
power by group through the flow:
stage	combinational, mW	clock (mW)	sequential, mW
finish	0.0555	0	0
global route	0.0641	0	0
CTS	0.0572	0	0
cell type report:
cell class / instances / area, um^2
Tap cell: 46 / 57.6
Timing Repair Buffer: 26 / 245
Inverter: 10 / 45.0
Multi-Input combinational cell: 8 / 180
Fill cell: 387 / 2890
layer usage:
layer | vias up | GRT usage, % | part of all wire [%]
li1 | 96 | - | -
met1 | 88 | 2.49 | 37
met2 | 24 | 2.49 | 28
met3 | 0 | 2.73 | 35
met4 | 0 | 0 | 0
met5 | - | 0 | 0
logic make-up (layout without fill, tap and decap cells):
kind of cell / count (synthesis) / in the layout
adders and majority gates: 8 / 8
buffers and inverters: 18 / 36
final timing paths:
check	start	end	slack, ns	cells after the start
setup / recovery	a[0]	sum[7]	-0.22	14
hold / removal	cin	sum[0]	2.62	5
repair_timing:
action                                  4_1_cts  5_1_grt
pin swaps                                     8        8
resized                                      32        4
endpoints found under the setup margin        4        3
cell usage in the layout (no fill, tap or decap), drive strengths merged:
cell	count
fa	8
buf	6
dlygate4sd2	3
clkdlybuf4s50	17
inv	10
Power is estimated from default activity; no workload was simulated.
